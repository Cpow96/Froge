--- flow/design.v ---
module  carright ( input Reset, frame_clk,
               output int  carright1x, carright1y,
									carright2x, carright2y,
									carright3x, carright3y,
									carright4x, carright4y,
									carright5x, carright5y,
									carright6x, carright6y,
									carright7x, carright7y,
									carright8x, carright8y,
					output carright1dir,
							 carright2dir,
							 carright3dir,
							 carright4dir,
							 carright5dir,
							 carright6dir,
							 carright7dir,
							 carright8dir);
    int Ball_X_Pos, Ball_X_Motion, Ball_Y_Pos, Ball_Y_Motion;
	logic[7:0] lastkey;
    parameter [9:0] carright1startx=0; 
    parameter [9:0] carright1starty=288; 
	 parameter [9:0] carright2startx=240; 
    parameter [9:0] carright2starty=288; 
	 parameter [9:0] carright3startx=350; 
    parameter [9:0] carright3starty=288; 
	 parameter [9:0] carright4startx=470; 
    parameter [9:0] carright4starty=288; 
	 parameter [9:0] carright5startx=30; 
    parameter [9:0] carright5starty=360; 
	 parameter [9:0] carright6startx=270; 
    parameter [9:0] carright6starty=360; 
	 parameter [9:0] carright7startx=380; 
    parameter [9:0] carright7starty=360; 
	 parameter [9:0] carright8startx=478; 
    parameter [9:0] carright8starty=360; 
    parameter [9:0] Ball_X_Min=0;        
    parameter [9:0] Ball_X_Max=639;      
    parameter [9:0] Ball_Y_Min=0;        
    parameter [9:0] Ball_Y_Max=479;      
    parameter [9:0] carrightxstep=1;       
    always_ff @ (posedge Reset or posedge frame_clk )
    begin: Move_Ball
        if (Reset)   
        begin 
				carright1x <= carright1startx;
				carright1y <= carright1starty;
				carright2x <= carright2startx;
				carright2y <= carright2starty;
				carright3x <= carright3startx;
				carright3y <= carright3starty;
				carright4x <= carright4startx;
				carright4y <= carright4starty;
				carright5x <= carright5startx;
				carright5y <= carright5starty;
				carright6x <= carright6startx;
				carright6y <= carright6starty;
				carright7x <= carright7startx;
				carright7y <= carright7starty;
				carright8x <= carright8startx;
				carright8y <= carright8starty;
				carright1dir <= 8'd0;
				carright2dir <= 8'd0;
				carright3dir <= 8'd0;
				carright4dir <= 8'd0;
				carright5dir <= 8'd0;
				carright6dir <= 8'd0;
				carright7dir <= 8'd0;
				carright8dir <= 8'd0;
        end
        else 
        begin 
				 if (carright1x -23 > 640)                       
				 begin
					carright1x <= -16;               
				 end 
				 else
				 begin
					carright1x <= (carright1x + (carrightxstep));   
					end
				if (carright2x -23 > 640)                       
				 begin
					carright2x <= -16;               
				 end 
				 else
				 begin
					carright2x <= (carright2x + (carrightxstep));   
					end
				if (carright3x -23 > 640)                       
				 begin
					carright3x <= -16;               
				 end 
				 else
				 begin
					carright3x <= (carright3x + (carrightxstep));   
					end
				if (carright4x -23 > 640)                       
				 begin
					carright4x <= -16;               
				 end 
				 else
				 begin
					carright4x <= (carright4x + (carrightxstep));   
					end
				if (carright5x -23 > 640)                       
				 begin
					carright5x <= -16;               
				 end 
				 else
				 begin
					carright5x <= (carright5x + (carrightxstep));   
					end
				if (carright6x -23 > 640)                       
				 begin
					carright6x <= -16;               
				 end 
				 else
				 begin
					carright6x <= (carright6x + (carrightxstep));   
					end
				if (carright7x -23 > 640)                       
				 begin
					carright7x <= -16;               
				 end 
				 else
				 begin
					carright7x <= (carright7x + (carrightxstep));   
					end
				if (carright8x -23 > 640)                       
				 begin
					carright8x <= -16;               
				 end 
				 else
				 begin
					carright8x <= (carright8x + (carrightxstep));   
					end
		end  
    end
endmodule
--- flow/run.sh ---
#!/bin/bash
# OpenROAD 26Q1-2900-gdf79404cd8, Yosys 0.63+post, stock flow scripts
make -C /OpenROAD-flow-scripts/flow DESIGN_CONFIG=/design/flow/config.mk WORK_HOME=/design/flow/orfs finish
--- flow/config.mk ---
export PLATFORM = sky130hd
export DESIGN_NAME = carright
export DESIGN_NICKNAME = carright
export VERILOG_FILES = /design/flow/design.v
export SDC_FILE = /design/flow/constraint.sdc
export NUM_CORES = 4
export LEC_CHECK = 1
export CORE_AREA = 10 10 321 321
export DIE_AREA = 0 0 331 331
--- flow/constraint.sdc ---
current_design carright

set clk_period 6.6
set clk_io_pct 0.2

create_clock -name clk0 -period $clk_period [get_ports {frame_clk}]

set non_clock_inputs [all_inputs -no_clocks]
set_input_delay [expr $clk_period * $clk_io_pct] -clock clk0 $non_clock_inputs
set_output_delay [expr $clk_period * $clk_io_pct] -clock clk0 [all_outputs]
==> Changelog: implementation <==
### Physical design

- Status: finished clean
- Filler instances: 10,300
- Number of instances in the synthesized netlist: 2,189
- RD Place Congestion: 0.856
- Via count: 15,300
- Number of logged tool warnings: 35
- Hold slack final: 0.540 ns
- Startpoint type of the worst setup path: flip-flop
- Maximum VDD drop: 0.142 mV
- Path category of the worst min-delay check: reg2reg
- Hold path depth: 1
- Part of the cycle the worst path needs: 0.560
- Main flop type: sky130_fd_sc_hd__dfrtp_1
- Logic area: 10,300 sq um
- Final ANT Viol Nets: 0
- First-iteration detailed-routing DRC count: 1,105
- Async set or reset register ratio after synthesis: 1.00
- Total detailed-routing wirelength: 58.2 mm
- Router iterations before antenna repair: 5
- Cell taking the most area after synthesis: sky130_fd_sc_hd__dfrtp_1
- Detail-routed net length per standard cell: 15.8 um
- Number of cells upsized or downsized after cts: 0
- Die height: 331 um
- Clock-pin slew of the registers on the worst-case setup and hold paths: 0.05 ns
- H-Tree Depth: 2
- Worst-Skew Late Latency: 0.57 ns
- Area contributors post-synth: sky130_fd_sc_hd__dfrtp_1 (30%), sky130_fd_sc_hd__buf_4 (11%), sky130_fd_sc_hd__nand2_1 (7.6%), sky130_fd_sc_hd__xor2_1 (6.7%), sky130_fd_sc_hd__dfstp_2 (5.3%)
- Total of buffers placed on input and output ports: 257
- Floorplan core density: 0.190
- Std cell rows: 114
- Top-area cell share: 0.299
- # DRC: 0
- Number of antenna violations at the first check in global routing: 0
- P per Cell Area: 158 nW/um^2
- Final global-route overflow total: 0
- All-Layer GR Usage: 0.103
- Synthesis area per yosys: 18,300 sq um
- Area growth syn-to-layout: 21.9%
- Final Skew: 0.0200 ns
- Worst EP arrival: 4.18 ns
- Number of setup violations in the final report: 0
- Flop area: 6450 sq um
- Final Max Slew Viols: 0
- Leak pwr: 0.0102 uW
- Worst flop-to-flop path startpoint: carright2x[0]
- Ports placed on the boundary: 522
- Count of yosys warnings during synthesis: 9
- Count of instantiated cells in the yosys netlist: 2,189
- Startpoint of the lowest-slack hold path: carright5x[0]
- Setup repair after global routing missed its margin: false
- Number of buffers added to fix hold violations after cts: 0
- Relative slew margins: 0.450
- Fraction of layout cells with a size suffix above 1: 0.0554
- Final Hold Violating Endpoints: 0
- WS Path Type: reg2reg
- CTS Sinks: 256
- Number of enable flip-flop cells: 0
- Antenna Diode Count: 0
- Most used standard cells in the synthesized netlist: sky130_fd_sc_hd__nand2_1 (370), sky130_fd_sc_hd__buf_4 (265), sky130_fd_sc_hd__dfrtp_1 (219), sky130_fd_sc_hd__xor2_1 (141), sky130_fd_sc_hd__nor2_1 (129)
- Final Non-Filler Cells: 3,678
- Buffers inserted by post-CTS timing repair: 0
- Core area: 96,300 sq um
- Maximum fanout along the worst path: 27
- Setup total negative slack: 0 ns
- Cell total after placement: 3,616
- Proportion of synthesized chip area in sequential cells: 0.352
- Required time of the critical path: 7.09 ns
- Clock Path Buffers: 3
- Tally of unique sky130hd cells used after synthesis: 86
- TritonCTS clock tree: built
- Num CTS Buffers: 34
- Post-Place Cell Area: 21,200 sq um
- Via count of the first global-routing pass: 14,600
- Time the worst path needs with I/O delays and setup: 3.69 ns
- Synth top cell by count: sky130_fd_sc_hd__nand2_1
- Clock tree root buffer cell: sky130_fd_sc_hd__clkbuf_16
- Worst Tran Pin Value: 0.822 ns
- Capturing element type of the critical path: flip-flop
- Maximum number of pins on one net before global-route repair: 105
- Via/cell ratio: 4.16
- Post-synth design cell area: 18,300 sq um
- Max cap viols: 0
- Setup slack of the worst register-to-register path: 2.91 ns
- Worst reg-to-reg path cell count: 9
- RR Endpoint: carright2x[0]
- Die X: 331 um
- Peak clock frequency supported by timing: 271 MHz
- Die Size: 110,000 sq um
- Post-Layout Inst Area: 22,400 sq um
- First-pass GRT wire length: 89.7 mm
- Worst Hold Path EP: carright5x[0]
- Average instance area after synthesis: 8.38 sq um
- Post-synth regs: 256
- Detailed placer's ending HPWL: 44.3 mm
[layout by cell type (no fill, tap or decap), types with 7 or more instances in the layout]
cell and n:
sky130_fd_sc_hd__dfstp_2 37, sky130_fd_sc_hd__nand3b_1 11, sky130_fd_sc_hd__conb_1 264, sky130_fd_sc_hd__nor4b_1 9
sky130_fd_sc_hd__a21oi_1 39, sky130_fd_sc_hd__or3_1 17, sky130_fd_sc_hd__xnor2_1 105, sky130_fd_sc_hd__nor2_1 129
sky130_fd_sc_hd__ha_1 16, sky130_fd_sc_hd__or4_1 26, sky130_fd_sc_hd__and2_1 34, sky130_fd_sc_hd__o21ai_1 15
sky130_fd_sc_hd__a2111oi_0 9, sky130_fd_sc_hd__a211oi_1 15, sky130_fd_sc_hd__xor2_1 141, sky130_fd_sc_hd__o31ai_1 10
sky130_fd_sc_hd__and4_1 18, sky130_fd_sc_hd__nor3b_1 7, sky130_fd_sc_hd__nand4_1 60, sky130_fd_sc_hd__nor3_1 47
sky130_fd_sc_hd__a31oi_1 17, sky130_fd_sc_hd__o21ai_0 28, sky130_fd_sc_hd__clkbuf_16 34, sky130_fd_sc_hd__nor2b_1 24
sky130_fd_sc_hd__o211ai_1 10, sky130_fd_sc_hd__and3_1 62, sky130_fd_sc_hd__nand2b_1 9, sky130_fd_sc_hd__nand2_1 370
sky130_fd_sc_hd__nand3_1 101, sky130_fd_sc_hd__clkbuf_1 10, sky130_fd_sc_hd__dfrtp_1 219, sky130_fd_sc_hd__a21o_1 10
sky130_fd_sc_hd__clkdlybuf4s50_1 257, sky130_fd_sc_hd__o2111ai_1 7, sky130_fd_sc_hd__nor4_1 41, sky130_fd_sc_hd__inv_1 31
sky130_fd_sc_hd__buf_4 13
[metal layers]
metal  vias up  track usage  share of wire
met4         0       0.0136          0.014
met5         -            0              0
met2       432        0.152           0.44
met3        46       0.0402          0.094
met1      7351        0.146           0.45
li1       7478            -              -
[registers in the layout (all words and copies together) (netlist names)]
name / flops
carright7x: 32
carright2x: 32
carright1x: 32
carright5x: 32
carright8x: 32
carright6x: 32
carright4x: 32
carright3x: 32
[where the power goes]
group	leakage [uW]	switching (uW)	internal [uW]
registers	0.00341	0	1570
logic	0.00622	43.0	3.81
clock network	0.000549	765	1150
total	0.0102	808	2730
[cells by family after synthesis]
kind of cell,Yosys count,synth area share
AND-OR/OR-AND,253,0.102
XOR/XNOR,246,0.117
adder cells (fa/ha/maj),16,0.0109
buffers and inverters,415,0.141
flip-flops,256,0.352
multiplexers,9,0.00525
other,2,0.000410
AND/OR/NAND/NOR,992,0.271
[through the flow]
step / worst slack, ns / util / total power [uW]
after floorplan: 1.94 / - / 1730
after global placement: 3.02 / 0.220 / 1650
after detailed placement: 2.93 / 0.220 / 1650
after CTS: 2.88 / 0.232 / 3630
after global routing: 2.56 / 0.232 / 3690
final: 2.91 / 0.232 / 3540
[worst max-delay path: stages, from the launching register on]
cell and delay (ns):
sky130_fd_sc_hd__dfrtp_1 0.49, sky130_fd_sc_hd__ha_1 0.37, sky130_fd_sc_hd__nand3b_1 0.17, sky130_fd_sc_hd__or4b_1 0.51
sky130_fd_sc_hd__a2111oi_0 0.41, sky130_fd_sc_hd__o22ai_1 0.14, sky130_fd_sc_hd__or4_1 0.59, sky130_fd_sc_hd__o41ai_4 0.39
sky130_fd_sc_hd__buf_4 0.38, sky130_fd_sc_hd__nor2b_1 0.17
[worst max-delay path by stage]
| stage | startpoint | to | slack (ns) | cells past startpoint |
|---|---|---|---|---|
| 6_report | carright2x[0] | carright2x[0] | 2.91 | 9 |
| 5_1_grt | carright6x[7] | carright6x[3] | 2.56 | 8 |
| 4_1_cts | carright2x[0] | carright2x[0] | 2.88 | 9 |
[cell type report]
type                       count  share of cell area
clock buffer                  47              0.0416
clock inverter                15             0.00923
inverter                      32             0.00554
multi-input combinational   1780               0.463
sequential                   256               0.289
tap                         1276              0.0714
timing repair buffer         272               0.121
Power and IR drop assume default switching activity.
