==> flow/design.v <==
module  ball ( input Reset, frame_clk, dead, win, wall,
					input int rightlog, leftlog,
					input [7:0] KEYCODE,
					output [9:0]  BallX, BallY, BallS,
					output [2:0] direction,
					output unpaused, manualreset,
					output [7:0] counter);
    logic [9:0] Ball_X_Pos, Ball_X_Motion, Ball_Y_Pos, Ball_Y_Motion, Ball_Size;
	logic[7:0] lastkey;
    parameter [9:0] Ball_X_Center=320; 
    parameter [9:0] Ball_Y_Center=432; 
    parameter [9:0] Ball_X_Min=0;        
    parameter [9:0] Ball_X_Max=639;      
    parameter [9:0] Ball_Y_Min=0;        
    parameter [9:0] Ball_Y_Max=479;      
    parameter [9:0] Ball_X_Step=1;       
    parameter [9:0] Ball_Y_Step=1;       
    assign Ball_Size = 4;   
    always_ff @ (posedge Reset or posedge frame_clk )
    begin: Move_Ball
        if (Reset)   
        begin 
            Ball_Y_Motion <= 10'd0;  
				Ball_X_Motion <= 10'd0;  
				Ball_Y_Pos <= Ball_Y_Center;
				Ball_X_Pos <= Ball_X_Center;
				counter <= 8'hff;
				direction <= 8'd0;
				unpaused <= 1'b0;
				manualreset <= 0;
        end
			 else if (dead || win > 0 || manualreset)
			 begin
			 Ball_Y_Motion <= 10'd0;  
				Ball_X_Motion <= 10'd0;  
				Ball_Y_Pos <= Ball_Y_Center;
				Ball_X_Pos <= Ball_X_Center;
				counter <= 8'hff;
				direction <= 8'd0;
				manualreset <= 0;
			 end
        else 
        begin 
				lastkey	<= KEYCODE;
				 if (counter > 0 && counter <= 30)
				 begin
					counter <= counter - 1;
				end
				 if (counter == 0)
				begin
					direction <= direction - 4;
					counter <= ~(8'd1)+1;
				end
				 if (lastkey == 8'd0 && KEYCODE == 8'h29)	 
				 begin
					unpaused <= ~unpaused;
				 end
				 else if (lastkey == 8'd0 && KEYCODE == 8'h15)	 
				 begin
					manualreset <= 1'b1;
				 end
				 else if (lastkey == 8'd0 && KEYCODE == 8'b00000111 && unpaused == 1'b1)	 
				 begin
					Ball_X_Motion <= 10'd24+ rightlog + leftlog;
					counter <= 8'd15;                       
					direction <= 5;
					 if ( (Ball_X_Pos + 24) >= Ball_X_Max )   
						Ball_X_Motion <= 0 ;   
					Ball_Y_Motion <= 10'd0;
				 end
				 else if (lastkey == 8'd0 &&KEYCODE == 8'b00000100&& unpaused == 1'b1)	 
				 begin
					Ball_X_Motion <= ~(10'd24)+1+ rightlog + leftlog;
					counter <= 8'd15;                       
					direction <= 7;
					 if (((Ball_X_Pos - 24) < Ball_X_Min) ||  ((Ball_X_Pos - 24) >= Ball_X_Max))   
						Ball_X_Motion <= 0;
					Ball_Y_Motion <= 10'd0;
				 end
				 else if (lastkey == 8'd0 &&KEYCODE == 8'b00010110&& unpaused == 1'b1)	 
				 begin
					Ball_Y_Motion <= 10'd24;
					counter <= 8'd15;                       
					direction <= 6;
					if ( (Ball_Y_Pos + 24) >= Ball_Y_Max )   
					  Ball_Y_Motion <= 0;   
					Ball_X_Motion <= 10'd0;
				 end
				 else if (lastkey == 8'd0 && KEYCODE == 8'b00011010&& unpaused == 1'b1)	 
				 begin
					Ball_Y_Motion <= ~(10'd24)+1;
					counter <= 8'd15;                       
					direction <= 4;                      
					if ( ((Ball_Y_Pos - 24) < Ball_Y_Min)  || ((Ball_Y_Pos - 24) >= Ball_Y_Max))
						begin
							Ball_Y_Motion <= 0;
					   end
					else if (((BallY == 48) && ( (0 <= BallX && BallX <= 62) || (91 <= BallX && BallX <= 177) || (206 <= BallX && BallX <= 294) || (324 <= BallX && BallX <= 410) || (440 <= BallX && BallX <= 526) )))   
						begin
							Ball_Y_Motion <= 0;
						end
					Ball_X_Motion <= 10'd0;
					end
					else if (unpaused == 1'b0)     
					begin
						Ball_X_Motion <= 0;
						Ball_Y_Motion <= 0;
					end
					else
						begin
						Ball_X_Motion <= 0+ rightlog + leftlog;
						Ball_Y_Motion <= 0;
					end
				Ball_Y_Pos = (Ball_Y_Pos + Ball_Y_Motion);   
				Ball_X_Pos = (Ball_X_Pos + Ball_X_Motion);
		end  
    end
    assign BallX = Ball_X_Pos;
    assign BallY = Ball_Y_Pos;
    assign BallS = Ball_Size;
endmodule
==> flow/run.sh <==
#!/bin/bash
# OpenROAD 26Q1-2900-gdf79404cd8, Yosys 0.63+post, stock flow scripts
make -C /OpenROAD-flow-scripts/flow DESIGN_CONFIG=/design/flow/config.mk WORK_HOME=/design/flow/orfs finish
==> flow/config.mk <==
export PLATFORM = sky130hd
export DESIGN_NAME = ball
export DESIGN_NICKNAME = ball
export VERILOG_FILES = /design/flow/design.v
export SDC_FILE = /design/flow/constraint.sdc
export NUM_CORES = 4
export LEC_CHECK = 1
export CORE_UTILIZATION = 40
==> flow/constraint.sdc <==
current_design ball

set clk_period 4.1
set clk_io_pct 0.2

create_clock -name clk0 -period $clk_period [get_ports {frame_clk}]

set non_clock_inputs [all_inputs -no_clocks]
set_input_delay [expr $clk_period * $clk_io_pct] -clock clk0 $non_clock_inputs
set_output_delay [expr $clk_period * $clk_io_pct] -clock clk0 [all_outputs]
==> notes.md <==
impl run done, here's what came out: status finished, final reports clean, synthesized cell area between 0.004 and 0.005 mm², Root Buffer clkbuf_16, die height 111 µm, Die W approximately 110 µm, aoi share 0.196, Synth Warn # 21, Final Routed Wirelength 10,400 µm, final hold vios 0, clk latency late pin 280 ps, Unique cell types ~67, Core ar. 0.0115 mm², io pins around 120, clk slew on worst S/H paths around 70 ps, syn avg cell area 8.76 µm², Flop pwr share 0.429, Comb pwr share 0.220, placed insts 731, Adder Area Share 0.181, Chip Area 0.0122 mm², unrepaired setup endpoints after global routing false, Final min period 3240 ps, DRT antenna net count 0, total power 1210 µW, asr flop ratio synth 0.843, DRC 0, busiest metal layer after global routing met2, Clock H-tree levels 2, critical path arrival around 3500 ps, I/O Buffers 61, dpl hpwl 8100 µm, area share, top type 0.154, vias 3,933, Commonest Layout Cell clkdlybuf4s50_1, static leakage 0.00243 µW, crit-path cells clkdlybuf4s50_1 -> inv_1 -> ha_1 -> inv_1 -> ha_1 -> o21ba_2 -> o21ai_0 -> or4_1 -> a31oi_1 -> xnor2_1 -> o21ai_0 -> o21ai_0, setup slack after layout 855 ps, number of DRC markers in iteration 0 169, CTS Buf Count 5, Gate Count Post-Synth around 540, Crit Path Max Fanout 5, antenna violations before repair 0, Sw Ratio 0.269, worst hold slack 498 ps, Worst Setup Path Type primary input to flop, num rows 39, Largest logic family AND-OR/OR-AND gates, Longest Clk Path Bufs 2, CTS tree done, Simple-Gate Area Share 0.187, number of setup buffers added after CTS 0, first-pass GRT wire length 18,100 µm, gpl congestion 0.856, CP endpoint kind flop, post_cts resized 0, number of enable flip-flop cells 8, Final Instance Count excl. Fillers 739, Req. time, crit path ~4300 ps, CP startpoint kind primary input, peak supply drop between 0.15 and 0.2 mV, total gr overflow 0, yosys cell count roughly 540, vias per cell ~5.3, initial core utilization 0.411, Slew HR 0.536, Power Density 218 mW/mm², Yosys Chip Area 0.00471 mm², Clk pwr share 0.351, number of synthesized register bits 51, Top delay family on crit path AND-OR/OR-AND gates, met1 Use GR 0.277, Mux area share 0.00451, Worst Hold Class flop to flop, Tool Warnings 91, met3 global-route usage 0.0145, CTS Hold Buffers Added 0, most frequent CP cell o21ai_0, Place WS 520 ps, CP max stage delay between 500 and 600 ps, TritonCTS Sinks 51, Final Slew Violations 0, CP max stage cell clkdlybuf4s50_1, vias in the first global route 3,768, routed length per instance 14.0 µm, most frequent cells in the layout clkdlybuf4s50_1 (61), ha_1 (52), inv_1 (49), GRT Overall Usage 0.181, DRT Pass-1 Iters 6, Top cells by area dfrtp_1 (15%), ha_1 (14%), dfstp_2 (7.8%), max-cap violation count 0, Buf/Inv on CP 3, Final Skew approximately 8.3 ps, largest net degree at the start of global routing 44, number of setup violations in the final report 0, Max Fclk 308 MHz, worst slew pin tran 693 ps, met2 Resource Use GR 0.301, Inserted Diodes 0, P_int around 900 µW, sequential share of the synthesized area 0.283, layout cells sized above 1 0.0638, yosys xor share 0.0762, Final Cycle Share 0.791, post-synth top area cell dfrtp_1, Dominant flop cell dfrtp_1, Fin Setup TNS 0 ps, P_sw 326 µW, area growth from synthesis to layout 18.3%
per-stage QoR:
step	utilization	cell area, µm²
after floorplan	-	4750
after global placement	0.473	5430
after detailed placement	0.473	5430
after CTS	0.486	5580
after global routing	0.486	5580
final	0.486	5580
final cells by class:
type | count | area, µm²
fillers | 1070 | 5890
multi-input cells | 423 | 3090
flip-flops and latches | 51 | 1330
repair buffers | 65 | 641
inverters | 49 | 184
well taps | 143 | 179
clock buffers | 7 | 143
clock inverters | 1 | 8.76
logic make-up (layout without fill, tap and decap cells):
family | after synthesis | count (layout)
compound gates | 139 | 139
xor+xnor | 41 | 41
fa+ha+maj | 62 | 62
buf+inv | 75 | 122
flops | 51 | 51
mux | 2 | 2
other cells | 2 | 13
simple gates | 166 | 166
worst paths after layout:
kind	startpoint	end	slack [ps]	cells after the start
setup / recovery	rightlog[3]	Ball_X_Motion[9]	860	12
hold / removal	Ball_X_Motion[8]	Ball_X_Motion[8]	500	2
setup reg to reg	Ball_X_Pos[0]	Ball_X_Pos[8]	1690	9
hold reg to reg	Ball_X_Motion[8]	Ball_X_Motion[8]	500	2
max in group asynchronous	Reset	Ball_Y_Pos[6]	2690	3
min in group asynchronous	Reset	manualreset	1000	3
state kept, by name (all words and copies together), names as in the netlist:
signal	flops
Ball_X_Motion	10
Ball_X_Pos	10
Ball_Y_Motion	3
Ball_Y_Pos	7
counter	8
direction	3
lastkey	8
manualreset	1
unpaused	1
synth_stat cells, types with 3 or more instances:
cell type / n
a211o_1: 3
a21o_1: 11
a21oi_1: 26
a22oi_1: 3
a31oi_1: 12
and2_1: 3
buf_4: 13
clkbuf_1: 12
dfrtp_1: 29
dfstp_2: 14
edfxtp_1: 8
fa_1: 10
ha_1: 52
inv_1: 49
nand2_1: 38
nand2b_1: 12
nand3_1: 15
nand4_1: 3
nor2_1: 44
nor2b_1: 8
nor3_1: 10
nor3b_1: 3
nor4_1: 3
nor4_2: 3
nor4b_1: 3
nor4bb_1: 3
o211ai_1: 4
o21a_1: 7
o21ai_0: 35
o21ai_1: 3
o21bai_1: 7
o41ai_1: 4
or3_1: 5
or4_1: 3
xnor2_1: 29
xor2_1: 12
tightest hold or removal path, cell delays in order (launching register included):
cell and delay (ps):
dfrtp_1 340, nand2_1 50, o21ai_1 70
power by group through the flow:
stage                 Clock [µW]  Combinational (µW)  Sequential [µW]
final                        426                 267              521
after CTS                    440                 271              521
after global routing         459                 305              521
layer usage:
layer | routed length, µm | share of wire | vias up
met5 | 0 | 0 | -
met4 | 36 | 0.0035 | 0
met3 | 292 | 0.028 | 2
met2 | 5070 | 0.49 | 74
met1 | 4970 | 0.48 | 1862
li1 | - | - | 1995
Power and IR drop assume default switching activity.
