File: /design/flow/design.v
module  trucks ( input Reset, frame_clk,
               output int  truck1x, truck1y, 
									truck2x, truck2y,
									truck3x, truck3y,
									truck4x, truck4y,
									truck5x, truck5y,
									truck6x, truck6y,
									truck7x, truck7y,
									truck8x, truck8y,
					output truck1dir,
							 truck2dir,
							 truck3dir,
							 truck4dir,
							 truck5dir,
							 truck6dir,
							 truck7dir,
							 truck8dir);
    int Ball_X_Pos, Ball_X_Motion, Ball_Y_Pos, Ball_Y_Motion;
	logic[7:0] lastkey;
    parameter [9:0] truck1startx=0; 
    parameter [9:0] truck1starty=336; 
	 parameter [9:0] truck2startx=120; 
    parameter [9:0] truck2starty=336; 
	 parameter [9:0] truck3startx=240; 
    parameter [9:0] truck3starty=336; 
	 parameter [9:0] truck4startx=360; 
    parameter [9:0] truck4starty=336; 
	 parameter [9:0] truck5startx=20; 
    parameter [9:0] truck5starty=384; 
	 parameter [9:0] truck6startx=140; 
    parameter [9:0] truck6starty=384; 
	 parameter [9:0] truck7startx=260; 
    parameter [9:0] truck7starty=384; 
	 parameter [9:0] truck8startx=380; 
    parameter [9:0] truck8starty=384; 
    parameter [9:0] Ball_X_Min=-48;        
    parameter [9:0] Ball_X_Max=639;      
    parameter [9:0] Ball_Y_Min=0;        
    parameter [9:0] Ball_Y_Max=479;      
    parameter [9:0] truckxstep=1;       
    always_ff @ (posedge Reset or posedge frame_clk )
    begin: Move_Ball
        if (Reset)   
        begin 
				truck1y <= truck1starty;
				truck1x <= truck1startx;
				truck2y <= truck2starty;
				truck2x <= truck2startx;
				truck3y <= truck3starty;
				truck3x <= truck3startx;
				truck4y <= truck4starty;
				truck4x <= truck4startx;
				truck5y <= truck5starty;
				truck5x <= truck5startx;
				truck6y <= truck6starty;
				truck6x <= truck6startx;
				truck7y <= truck7starty;
				truck7x <= truck7startx;
				truck8y <= truck8starty;
				truck8x <= truck8startx;
				truck1dir <= 8'd0;
				truck2dir <= 8'd0;
				truck3dir <= 8'd0;
				truck4dir <= 8'd0;
				truck5dir <= 8'd1;
				truck6dir <= 8'd1;
				truck7dir <= 8'd1;
				truck8dir <= 8'd1;
        end
        else 
        begin 
				 if (truck1x < -48 )                       
				 begin
					truck1x <= 646;               
				 end 
				 else
				 begin
					truck1x <= (truck1x + ~(truckxstep)+1);   
					end
				 if (truck2x < -48 )                       
				 begin
					truck2x <= 646;               
				 end 
				 else
				 begin
					truck2x <= (truck2x + ~(truckxstep)+1);   
					end
				 if (truck3x < -48 )                       
				 begin
					truck3x <= 646;               
				 end 
				 else
				 begin
					truck3x <= (truck3x + ~(truckxstep)+1);   
					end
				 if (truck4x < -48 )                       
				 begin
					truck4x <= 646;               
				 end 
				 else
				 begin
					truck4x <= (truck4x + ~(truckxstep)+1);   
					end
				 if (truck5x -48>640 )                       
				 begin
					truck5x <= -16;               
				 end 
				 else
				 begin
					truck5x <= (truck5x + (truckxstep)+1);   
					end
				 if (truck6x -48>640 )                       
				 begin
					truck6x <= -16;               
				 end 
				 else
				 begin
					truck6x <= (truck6x + (truckxstep)+1);   
					end
				 if (truck7x -48>640 )                       
				 begin
					truck7x <= -16;               
				 end 
				 else
				 begin
					truck7x <= (truck7x + (truckxstep)+1);   
					end
				 if (truck8x -48 > 640 )                       
				 begin
					truck8x <= -16;               
				 end 
				 else
				 begin
					truck8x <= (truck8x + (truckxstep)+1);   
					end
		end  
    end
endmodule
File: /design/flow/run.sh
#!/bin/bash
# OpenROAD 26Q1-2900-gdf79404cd8, Yosys 0.63+post, stock flow scripts
make -C /OpenROAD-flow-scripts/flow DESIGN_CONFIG=/design/flow/config.mk WORK_HOME=/design/flow/orfs finish
File: /design/flow/config.mk
export PLATFORM = sky130hd
export DESIGN_NAME = trucks
export DESIGN_NICKNAME = trucks
export VERILOG_FILES = /design/flow/design.v
export SDC_FILE = /design/flow/constraint.sdc
export NUM_CORES = 4
export LEC_CHECK = 1
export CORE_AREA = 10 10 281 281
export DIE_AREA = 0 0 291 291
File: /design/flow/constraint.sdc
current_design trucks

set clk_period 10.4
set clk_io_pct 0.2

create_clock -name clk0 -period $clk_period [get_ports {frame_clk}]

set non_clock_inputs [all_inputs -no_clocks]
set_input_delay [expr $clk_period * $clk_io_pct] -clock clk0 $non_clock_inputs
set_output_delay [expr $clk_period * $clk_io_pct] -clock clk0 [all_outputs]
==> impl_metrics.yaml <==
# physical design summary
status:
  run_status: "complete, no violations"
yosys:
  numSynthFlops: 252
  netlist_area_sq_um: 15300
  yosys_cells: 1654
  asyncSetResetFlopFracSynth: 1.00
  sequential_area_share_after_synthesis: 0.415
  ys.flop_type: "dfrtp_1"
  synth_chip_area_sq_um: 15300
  post_synth_tally_of_flip_flops_with_integrated_enable: 0
  synthesis.yosys.warnings: 9
  syn_inst: 1654
  netlist-cell-type-count: 73
  average_cell_area_after_synthesis_sq_um: 9.23
setup_path:
  slowest_stage: "dfstp_2"
  timing.critical_path.to_type: "primary output"
  worst_path_largest_cell_delay_ps: 630
  worst_ep_arrival_time_ps: 1740
  worstSetupStartpointType: "flip-flop"
  worstPathMaxFanout: 8
  critical_path.cell_chain: "clkdlybuf4s50_1"
  cell_type_group_with_the_largest_total_delay_on_the_critical_path: "flip-flops"
  start_to_end_type_of_the_worst_setup_path: "reg -> out"
  critical_path_required_ps: 8320
  critical_path.n_buffers_inverters: 1
clock_network:
  cts_root_buffer: "clkbuf_16"
  postCtsSetupBuffers: 0
  cts.path.max_buffers: 3
  clkTransAtPathRegs_ps: 60
  cts_resized: 0
  clock_tree.htree_level_count: 1
  tritoncts: "yes"
  post_cts_hold_buffer_count: 0
  worstSkewPairLatency_ps: 600
  clkSinkCount: 252
  cts_made_buffers: 31
finish:
  synthToLayoutAreaGrowth_pct: 24.2
  layout-drive-gt1-share: 0.0623
  num-fill-cells: 7705
  post-route-util: 0.260
  layout_top_cells: "268 x conb_1, 253 x clkdlybuf4s50_1, 227 x dfrtp_1, 155 x nor2_1, 126 x xnor2_1"
  final_layout_top_logic_cell: "conb_1"
job:
  timing.max_cap.violations: 0
  warning_count: 25
sta:
  timing.fmax_mhz: 262
  fin_crit_ps: 3820
  hold_viol_final: 0
  finalSetupViolations: 0
  fin_skew_ps: 13.0
  slew_violations: 0
  tightestPinTransition_ps: 910
  fraction_of_the_cycle_the_final_worst_path_needs: 0.367
  max_slew_margin: 0.388
  rsz_0062_raised_after_global_routing: "false"
  fin_setup_tns_ps: 0
detailed_routing:
  antenna_cells_inserted: 0
  routed_wire_length_per_instance_um: 16.6
  dr_total_vias: 12138
  routed_via_density: 4.21
  post-route-drc-count: 0
  routed_wirelength_um: 47800
  pre_antenna_drt_iters: 5
  drt_iter0_markers: 583
  drtAntennaViolNets: 0
pwr:
  powerDensity_nw_per_um2: 113
  vdd_ir_drop_max_mv: 0.114
  p_leak_nw: 7.23
grt:
  grt_pass1_wl_um: 74100
  overflow: 0
  grt_pass1_vias: 12113
  antenna_found_initial: 0
  pin_count_of_the_biggest_net_entering_global_routing: 73
  grt_use_total: 0.109
placement:
  detailedPlacementHpwl_um: 36000
  finalWeightedCongestion: 0.879
  buffer_ports.inserted: 253
worst_hold_path:
  hold_path_class: "reg -> reg"
floorplanning:
  core-area_sq_um: 72800
  dieWidth_um: 291
  chip_area_sq_um: 84700
  die.size.y_um: 291
  num_io_pins: 522
  num_rows: 99
  fp_core_util: 0.210
==> report_power, final <==
group          internal (mW)  leakage (nW)  switching (mW)
combinational        0.00145          3.83          0.0274
sequential             0.981          2.89               0
clock                  0.683         0.516           0.442
==> per-layer routing <==
metal | vias up | part of all wire | wire, um | GRT usage
met1 | 5901 | 0.44 | 21000 | 0.147
li1 | 5807 | - | - | -
met5 | - | 0 | 0 | 0
met2 | 380 | 0.46 | 21800 | 0.169
met4 | 0 | 0.018 | 862 | 0.0167
met3 | 50 | 0.087 | 4150 | 0.0383
==> cells in the mapped netlist, types with 12 or more instances <==
library cell  instances  share of area
xnor2_1             126          0.072
nand3_1              49          0.016
nand2b_1             13         0.0053
nand2_1              70          0.017
or3_1                32          0.013
o21ai_1              12         0.0039
dfstp_2              25          0.043
and4_1               16         0.0092
nor3_1               65          0.021
buf_4               269           0.13
clkbuf_1             47          0.012
nand4_1              63          0.026
or4_1                25          0.012
inv_1                25         0.0061
and3_1               21         0.0086
nor4_1               65          0.027
xor2_1               72          0.041
a21oi_1              34          0.011
dfrtp_1             227           0.37
nor2_1              155          0.038
o21ai_0              97          0.032
==> cell families after synthesis <==
kind of cell,count (synthesis),synth area share
and+or+nand+nor,627,0.224
buffers and inverters,349,0.153
DFF,252,0.415
AOI/OAI and AO/OA,214,0.0837
xor gates and xnor gates,200,0.116
adders and majority gates,8,0.00656
other,2,0.000492
muxes,2,0.00147
==> per-stage QoR <==
step                instance area, sq um  hold WS, ps  total power [mW]  instances  setup WS (ps)
floorplan                          16300          417              1.08       1920           1430
global placement                   17900          468              1.03       2828           6010
detailed placement                 17900          468              1.03       2828           6010
CTS                                19000          476              2.18       2884           6500
global route                       19000          526              2.23       2884           6460
finish                             19000          474              2.14       2884           6580
==> final timing paths <==
| path | from | end | slack [ps] | cells after the start |
|---|---|---|---|---|
| setup / recovery | truck8x[8] | truck8x[8] | 6580 | 1 |
| hold / removal | truck4x[0] | truck4x[0] | 470 | 1 |
| setup reg to reg | truck8x[23] | truck8x[15] | 7330 | 6 |
| hold reg to reg | truck4x[0] | truck4x[0] | 470 | 1 |
| max in group asynchronous | Reset | truck3x[6] | 6730 | 4 |
| min in group asynchronous | Reset | truck4x[17] | 1950 | 2 |
==> sequential cells by signal (all words and copies together) (netlist names) <==
name / cells
truck6x: 31
truck8x: 31
truck7x: 31
truck4x: 32
truck1x: 32
truck5x: 31
truck2x: 32
truck3x: 32
==> area by class of cell <==
class | count | area (sq um) | share of cell area
tap | 959 | 1200 | 0.0633
clock buffer | 46 | 882 | 0.0465
multi-input combinational | 1319 | 7600 | 0.401
inverter | 26 | 105 | 0.00554
timing repair buffer | 272 | 2680 | 0.141
sequential | 252 | 6340 | 0.334
clock inverter | 10 | 169 | 0.00891
Power and IR drop assume default switching activity.
