## flow/run.sh

```bash
#!/bin/bash
# OpenROAD 26Q1-2900-gdf79404cd8, Yosys 0.63+post, stock flow scripts
make -C /OpenROAD-flow-scripts/flow DESIGN_CONFIG=/design/flow/config.mk WORK_HOME=/design/flow/orfs finish
```

## flow/config.mk

```make
export PLATFORM = sky130hd
export DESIGN_NAME = slog
export DESIGN_NICKNAME = slog
export VERILOG_FILES = /design/flow/design.v
export SDC_FILE = /design/flow/constraint.sdc
export NUM_CORES = 4
export LEC_CHECK = 1
export CORE_AREA = 10 10 596 596
export DIE_AREA = 0 0 606 606
```

## flow/constraint.sdc

```tcl
current_design slog

set clk_period 6.4
set clk_io_pct 0.2

create_clock -name clk0 -period $clk_period [get_ports {frame_clk}]

set non_clock_inputs [all_inputs -no_clocks]
set_input_delay [expr $clk_period * $clk_io_pct] -clock clk0 $non_clock_inputs
set_output_delay [expr $clk_period * $clk_io_pct] -clock clk0 [all_outputs]
```

## flow/design.v

```verilog
module  slog ( input Reset, frame_clk,
               output int  slog1x, slog1y,
					slog2x, slog2y,
					slog3x, slog3y,
					slog4x, slog4y,
					slog5x, slog5y,
					slog6x, slog6y,
					slog7x, slog7y,
					slog8x, slog8y,
					slog9x, slog9y,
					slog10x, slog10y,
					slog11x, slog11y,
					slog12x, slog12y,
					slog13x, slog13y,
					slog14x, slog14y,
					slog15x, slog15y,
					slog16x, slog16y,
					slog17x, slog17y,
					slog18x, slog18y,
					slog19x, slog19y,
					slog20x, slog20y,
					slog21x, slog21y,
					slog22x, slog22y,
					slog23x, slog23y,
					slog24x, slog24y,
					output slog1dir,
					slog2dir,
					slog3dir,
					slog4dir,
					slog5dir,
					slog6dir,
					slog7dir,
					slog9dir,
					slog10dir,
					slog11dir,
					slog12dir,
					slog13dir,
					slog14dir,
					slog15dir,
					slog16dir,
					slog17dir,
					slog18dir,
					slog19dir,
					slog20dir,
					slog21dir,
					slog22dir,
					slog23dir,
					slog24dir,
					slog8dir);
    int Ball_X_Pos, Ball_X_Motion, Ball_Y_Pos, Ball_Y_Motion;
	logic[7:0] lastkey;
    parameter [9:0] slog1startx=0; 
    parameter [9:0] slog1starty=48; 
	 parameter [9:0] slog2startx=48; 
    parameter [9:0] slog2starty=48; 
	 parameter [9:0] slog3startx=96; 
    parameter [9:0] slog3starty=48; 
	 parameter [9:0] slog4startx=192; 
    parameter [9:0] slog4starty=48; 
	 parameter [9:0] slog5startx=288; 
    parameter [9:0] slog5starty=48; 
	 parameter [9:0] slog6startx=336; 
    parameter [9:0] slog6starty=48; 
	 parameter [9:0] slog7startx=384; 
    parameter [9:0] slog7starty=48; 
	 parameter [9:0] slog8startx=528; 
    parameter [9:0] slog8starty=48; 
	 parameter [9:0] slog9startx=0; 
    parameter [9:0] slog9starty=96; 
	 parameter [9:0] slog10startx=96; 
    parameter [9:0] slog10starty=96; 
	 parameter [9:0] slog11startx=144; 
    parameter [9:0] slog11starty=96; 
	 parameter [9:0] slog12startx=192; 
    parameter [9:0] slog12starty=96; 
	 parameter [9:0] slog13startx=240; 
    parameter [9:0] slog13starty=96; 
	 parameter [9:0] slog14startx=336; 
    parameter [9:0] slog14starty=96; 
	 parameter [9:0] slog15startx=384; 
    parameter [9:0] slog15starty=96; 
	 parameter [9:0] slog16startx=528; 
    parameter [9:0] slog16starty=96; 
	 parameter [9:0] slog17startx=144; 
    parameter [9:0] slog17starty=168; 
	 parameter [9:0] slog18startx=192; 
    parameter [9:0] slog18starty=168; 
	 parameter [9:0] slog19startx=288; 
    parameter [9:0] slog19starty=168; 
	 parameter [9:0] slog20startx=336; 
    parameter [9:0] slog20starty=168; 
	 parameter [9:0] slog21startx=432; 
    parameter [9:0] slog21starty=168; 
	 parameter [9:0] slog22startx=480; 
    parameter [9:0] slog22starty=168; 
	 parameter [9:0] slog23startx=528; 
    parameter [9:0] slog23starty=168; 
	 parameter [9:0] slog24startx=576; 
    parameter [9:0] slog24starty=168; 
    parameter [9:0] Ball_X_Min=0;        
    parameter [9:0] Ball_X_Max=639;      
    parameter [9:0] Ball_Y_Min=0;        
    parameter [9:0] Ball_Y_Max=479;      
    parameter [9:0] slogxstep=1;       
    always_ff @ (posedge Reset or posedge frame_clk )
    begin: Move_Ball
        if (Reset)   
        begin 
				slog1x <= slog1startx;
				slog1y <= slog1starty;
				slog1dir <= 8'd0;
				slog2x <= slog2startx;
				slog2y <= slog2starty;
				slog2dir <= 8'd0;
				slog3x <= slog3startx;
				slog3y <= slog3starty;
				slog3dir <= 8'd0;
				slog4x <= slog4startx;
				slog4y <= slog4starty;
				slog4dir <= 8'd0;
				slog5x <= slog5startx;
				slog5y <= slog5starty;
				slog5dir <= 8'd0;
				slog6x <= slog6startx;
				slog6y <= slog6starty;
				slog6dir <= 8'd0;
				slog7x <= slog7startx;
				slog7y <= slog7starty;
				slog7dir <= 8'd0;
				slog8x <= slog8startx;
				slog8y <= slog8starty;
				slog8dir <= 8'd0;
				slog9x <= slog9startx;
				slog9y <= slog9starty;
				slog9dir <= 8'd0;
				slog10x <= slog10startx;
				slog10y <= slog10starty;
				slog10dir <= 8'd0;
				slog11x <= slog11startx;
				slog11y <= slog11starty;
				slog11dir <= 8'd0;
				slog12x <= slog12startx;
				slog12y <= slog12starty;
				slog12dir <= 8'd0;
				slog13x <= slog13startx;
				slog13y <= slog13starty;
				slog13dir <= 8'd0;
				slog14x <= slog14startx;
				slog14y <= slog14starty;
				slog14dir <= 8'd0;
				slog15x <= slog15startx;
				slog15y <= slog15starty;
				slog15dir <= 8'd0;
				slog16x <= slog16startx;
				slog16y <= slog16starty;
				slog16dir <= 8'd0;
				slog17x <= slog17startx;
				slog17y <= slog17starty;
				slog17dir <= 8'd0;
				slog18x <= slog18startx;
				slog18y <= slog18starty;
				slog18dir <= 8'd0;
				slog19x <= slog19startx;
				slog19y <= slog19starty;
				slog19dir <= 8'd0;
				slog20x <= slog20startx;
				slog20y <= slog20starty;
				slog20dir <= 8'd0;
				slog21x <= slog21startx;
				slog21y <= slog21starty;
				slog21dir <= 8'd0;
				slog22x <= slog22startx;
				slog22y <= slog22starty;
				slog22dir <= 8'd0;
				slog23x <= slog23startx;
				slog23y <= slog23starty;
				slog23dir <= 8'd0;
				slog24x <= slog24startx;
				slog24y <= slog24starty;
				slog24dir <= 8'd0;
        end
        else 
        begin 			 
				 if (slog1x < -47)                       
				 begin
					slog1x <= 646;               
				 end 
				 else
				 begin
					slog1x <= (slog1x + ~ (slogxstep) + 1'b1);   
					end
				 if (slog2x < -47)                       
				 begin
					slog2x <= 646;               
				 end 
				 else
				 begin
					slog2x <= (slog2x + ~ (slogxstep) + 1'b1);   
					end
				 if (slog3x < -47)                       
				 begin
					slog3x <= 646;               
				 end 
				 else
				 begin
					slog3x <= (slog3x + ~ (slogxstep) + 1'b1);   
					end
				 if (slog4x < -47)                       
				 begin
					slog4x <= 646;               
				 end 
				 else
				 begin
					slog4x <= (slog4x + ~ (slogxstep) + 1'b1);   
					end
				 if (slog5x < -47)                       
				 begin
					slog5x <= 646;               
				 end 
				 else
				 begin
					slog5x <= (slog5x + ~ (slogxstep) + 1'b1);   
					end
				 if (slog6x < -47)                       
				 begin
					slog6x <= 646;               
				 end 
				 else
				 begin
					slog6x <= (slog6x + ~ (slogxstep) + 1'b1);   
					end
				 if (slog7x < -47)                       
				 begin
					slog7x <= 646;               
				 end 
				 else
				 begin
					slog7x <= (slog7x + ~ (slogxstep) + 1'b1);   
					end
				 if (slog8x < -47)                       
				 begin
					slog8x <= 646;               
				 end 
				 else
				 begin
					slog8x <= (slog8x + ~ (slogxstep) + 1'b1);   
					end
				 if (slog9x < -47)                       
				 begin
					slog9x <= 646;               
				 end 
				 else
				 begin
					slog9x <= (slog9x + ~ (slogxstep) + 1'b1);   
					end
				 if (slog10x < -47)                       
				 begin
					slog10x <= 646;               
				 end 
				 else
				 begin
					slog10x <= (slog10x + ~ (slogxstep) + 1'b1);   
					end
				 if (slog11x < -47)                       
				 begin
					slog11x <= 646;               
				 end 
				 else
				 begin
					slog11x <= (slog11x + ~ (slogxstep) + 1'b1);   
					end
				 if (slog12x < -47)                       
				 begin
					slog12x <= 646;               
				 end 
				 else
				 begin
					slog12x <= (slog12x + ~ (slogxstep) + 1'b1);   
					end
				 if (slog13x < -47)                       
				 begin
					slog13x <= 646;               
				 end 
				 else
				 begin
					slog13x <= (slog13x + ~ (slogxstep) + 1'b1);   
					end
				 if (slog14x < -47)                       
				 begin
					slog14x <= 646;               
				 end 
				 else
				 begin
					slog14x <= (slog14x + ~ (slogxstep) + 1'b1);   
					end
				 if (slog15x < -47)                       
				 begin
					slog15x <= 646;               
				 end 
				 else
				 begin
					slog15x <= (slog15x + ~ (slogxstep) + 1'b1);   
					end
				 if (slog16x < -47)                       
				 begin
					slog16x <= 646;               
				 end 
				 else
				 begin
					slog16x <= (slog16x + ~ (slogxstep) + 1'b1);   
					end
				 if (slog17x < -47)                       
				 begin
					slog17x <= 646;               
				 end 
				 else
				 begin
					slog17x <= (slog17x + ~ (slogxstep) + 1'b1);   
					end
				 if (slog18x < -47)                       
				 begin
					slog18x <= 646;               
				 end 
				 else
				 begin
					slog18x <= (slog18x + ~ (slogxstep) + 1'b1);   
					end
				 if (slog19x < -47)                       
				 begin
					slog19x <= 646;               
				 end 
				 else
				 begin
					slog19x <= (slog19x + ~ (slogxstep) + 1'b1);   
					end
				 if (slog20x < -47)                       
				 begin
					slog20x <= 646;               
				 end 
				 else
				 begin
					slog20x <= (slog20x + ~ (slogxstep) + 1'b1);   
					end
				 if (slog21x < -47)                       
				 begin
					slog21x <= 646;               
				 end 
				 else
				 begin
					slog21x <= (slog21x + ~ (slogxstep) + 1'b1);   
					end
				 if (slog22x < -47)                       
				 begin
					slog22x <= 646;               
				 end 
				 else
				 begin
					slog22x <= (slog22x + ~ (slogxstep) + 1'b1);   
					end
				 if (slog23x < -47)                       
				 begin
					slog23x <= 646;               
				 end 
				 else
				 begin
					slog23x <= (slog23x + ~ (slogxstep) + 1'b1);   
					end
				 if (slog24x < -47)                       
				 begin
					slog24x <= 646;               
				 end 
				 else
				 begin
					slog24x <= (slog24x + ~ (slogxstep) + 1'b1);   
					end
		end  
    end
endmodule
```

==> results.txt <==
The flow completed. Instance count after placement with tap cells included landed at 9916. Area of the die landed at 0.367 mm². Yosys attributes the largest share of cell area to sky130_fd_sc_hd__dfrtp_1, sky130_fd_sc_hd__buf_4, sky130_fd_sc_hd__xnor2_1. Note that the worst hold path type here is register to register.

For reference, the top cells by count after synthesis are sky130_fd_sc_hd__buf_4, sky130_fd_sc_hd__nor2_1, sky130_fd_sc_hd__dfrtp_1. Looking at the critical path, the single cell with the biggest stage delay is sky130_fd_sc_hd__clkdlybuf4s50_1. Number of warning messages in the logs landed at 30. For the worst setup path, the data arrival time is 2.18 ns. Post-synth the commonest register cell is sky130_fd_sc_hd__dfrtp_1. The run finished with clean final reports.

The final report gives the standard cell area, fillers excluded, as 0.0574 mm². Looking at the clock tree report, the root buffer type is sky130_fd_sc_hd__clkbuf_16. Number of warning messages in the yosys log landed at 25.

The synthesized netlist occupies a cell area of 0.0437 mm². Largest net degree at the start of global routing landed at 107. Share of power burned in the clock network landed at 0.531. In this run the tightest slew margin relative to its limit is 0.407. Count of distinct cell types in the synthesized netlist landed at 51. For the finished layout, the period the worst path requires is 3.46 ns. According to the I/O placement log, the pin count is 1562. In this run the number of H-tree levels came out at 3.

In the final routed layout, each cell accounts on average for 15.6 µm. First-pass GRT wire length landed at 229000 µm. Met1 track demand over resource in global routing landed at 0.106. Detailed routing inserted a total of 34300 vias. Synthesized area per cell landed at 9.38 µm². Share of the core filled by cells before placement landed at 0.128. The critical path endpoint has a required time of 5.12 ns. Buffering stage count on the worst path with inverters included landed at 1. The number of maximum-capacitance violations recorded for the run is 0. Number of pins exceeding their max-slew limit in the final report landed at 0. Number of nets with antenna violations after routing landed at 0. Total wire length after detailed routing landed at 157000 µm.

Slew at the pin closest to its max-slew limit landed at 0.888 ns. Count of endpoints failing hold in the final timing report landed at 0. In this run the worst path has a maximum fanout of 7. Total design power landed at 10.7 mW.

The power report attributes to the sequential group a share of 0.456. Combinational share of power landed at 0.013. Achievable frequency landed at 289 MHz. According to the report, the first pass of detailed routing completed in 7 iterations. Height of the die landed at 606 µm.

Once layout is complete, the cells apart from fillers number 10100. In the final report, the number of endpoints failing setup comes to 0. Switching power as a fraction of the total was reported as 0.227. Sequential fraction of the synthesis area landed at 0.442. For reference, the most critical setup path is categorized as register to output port. Routability congestion estimate landed at 0.895. Quantity of hold-fixing buffers added after cts landed at 0.

At the later pin of the worst-skew pair, clock insertion delay measures 0.82 ns. Setup repair after global routing left no endpoint under its margin. Routing resource usage on met2 recorded by global route was 0.132. Async set-reset flop share out of synthesis landed at 1.00. Via count of the first global-routing pass landed at 33700. Leftover overflow at the end of global routing landed at 0. Per the detailed placement report, the placed cell area equals 0.0542 mm². Counting every sink on the clock net gives 768. Global-route met3 utilization landed at 0.0168.

Looking at the gate-level netlist, the highest instance count belongs to sky130_fd_sc_hd__buf_4. In the placement report, post-DP HPWL is listed as 122000 µm. During placement, the flow inserted port buffers numbering 769. Delay of the slowest cell on the worst path landed at 0.90 ns. Number of standard cells after synthesis landed at 4655. Chip area in the Yosys report landed at 0.0437 mm². Cell count listed in synth_stat.txt landed at 4655. Cell leakage power landed at 21.3 nW.

The flow reported a cell area power density of 186 mW/mm². Post-route period utilization is reported as 0.540. Number of DRC markers after the initial detailed-route iteration landed at 2561. Per STA, the worst path accumulates the most delay in the family buffers and inverters. Sorting the Yosys area breakdown by cell type puts at the top sky130_fd_sc_hd__dfrtp_1. X dimension of the die landed at 606 µm. Per STA, the worst path is made up of clkdlybuf4s50_1. The registers of the reported paths see a clock transition of 0.06 ns. Per the detail_route report, DRC violations left total 0.

The power report puts the net switching power at 2.41 mW. TritonCTS built the clock tree. Total number of placement rows landed at 215.

Share of the synthesized area in the top cell type landed at 0.410. Worst-case vdd ir drop landed at 0.181 mV. Via density per instance landed at 3.40. The synthesized design contains 0 enable-type register cells.

Number of buffers on the longest clock path landed at 4. Number of buffers inserted to repair setup after CTS landed at 0. Number of antenna violations at the first check in global routing landed at 2. Once the clock tree was built, the resizer swapped 0 gates to a different size.

Total global-route track usage landed at 0.0808. Aggregate negative setup slack landed at 0 ns. Hold timing on the final database bottoms out at a slack of 0.498 ns. The worst setup path is captured at an output port. Final worst clock skew landed at 0.0703 ns. Cell internal power was estimated by the tool at 8.24 mW. Synthesis-to-layout area growth landed at 31.4%. The core region is 0.342 mm².

Post-synthesis register bit count landed at 768. In the final layout, the share of cells above drive strength 1 is 0.0577. Clock tree synthesis inserted a total of 95 buffers.

STA classifies the critical path startpoint as a register. The global router reports that the layer with the highest usage is met2.
## metrics by stage
step	setup WS [ns]	util
floorplan	-5.37	-
CTS	2.71	0.168
finish	2.94	0.168
global placement	3.10	0.158
detailed placement	3.14	0.158
global route	2.79	0.168
## power groups by stage
stage / clock network, mW / registers (mW) / logic, mW
4_1_cts: 5.89 / 4.86 / 0.165
6_report: 5.66 / 4.86 / 0.143
5_1_grt: 6.09 / 4.85 / 0.189
## layout make-up
class                      instances  area, µm²
antenna                            1       2.50
clock inverter                    29        409
tap                             4557       5700
inverter                          55        210
clock buffer                     144       2830
multi-input combinational       3709      20800
fill                           37800     285000
sequential                       768      19300
timing repair buffer             827       8210
## metal layers
layer | routed length, µm | share of wire
met3 | 10200 | 0.065
met1 | 64000 | 0.41
met2 | 75300 | 0.48
met4 | 7500 | 0.048
met5 | 0 | 0
## cell families (layout without fill, tap and decap cells)
group,after synthesis,after routing,synth area share
adder cells (fa/ha/maj),24,24,0.00688
AND-OR/OR-AND,173,173,0.0264
flip-flops,768,768,0.442
AND/OR/NAND/NOR,2102,2102,0.250
XOR/XNOR,617,617,0.124
other,2,793,0.000172
multiplexers,1,1,0.000229
buffers and inverters,968,1055,0.151
## final timing paths
check | depth (start not counted) | to | slack, ns | from
worst max-delay path | 1 | slog14x[15] | 2.94 | slog14x[15]
worst min-delay path | 1 | slog21x[0] | 0.50 | slog21x[0]
worst max register to register | 7 | slog18x[30] | 3.51 | slog18x[0]
worst min register to register | 1 | slog21x[0] | 0.50 | slog21x[0]
max in group asynchronous | 4 | slog18x[12] | 4.09 | Reset
min in group asynchronous | 2 | slog3x[23] | 0.83 | Reset
## layout by cell type, fill, tap and decap left out, types with 53 or more instances in the layout
cell / n
sky130_fd_sc_hd__nor4_1: 228
sky130_fd_sc_hd__dfrtp_1: 715
sky130_fd_sc_hd__dfstp_2: 53
sky130_fd_sc_hd__nand3_1: 61
sky130_fd_sc_hd__clkdlybuf4s50_1: 769
sky130_fd_sc_hd__a21oi_1: 62
sky130_fd_sc_hd__clkbuf_16: 95
sky130_fd_sc_hd__nor2_1: 783
sky130_fd_sc_hd__xor2_1: 157
sky130_fd_sc_hd__conb_1: 792
sky130_fd_sc_hd__nand4_1: 184
sky130_fd_sc_hd__or3_1: 87
sky130_fd_sc_hd__nand2b_1: 100
sky130_fd_sc_hd__nor3_1: 228
sky130_fd_sc_hd__inv_1: 54
sky130_fd_sc_hd__nand2_1: 134
sky130_fd_sc_hd__or4_1: 113
sky130_fd_sc_hd__xnor2_1: 460
Power and IR drop assume default switching activity.
