==> design.v <==
module  carleft ( input Reset, frame_clk,
               output int  carleft1x, carleft1y,
					carleft2x, carleft2y,
					carleft3x, carleft3y,
					carleft4x, carleft4y,
					carleft5x, carleft5y,
					carleft6x, carleft6y,
					output carleft1dir,
					carleft2dir,
					carleft3dir,
					carleft4dir,
					carleft5dir,
					carleft6dir);
    int Ball_X_Pos, Ball_X_Motion, Ball_Y_Pos, Ball_Y_Motion;
	logic[7:0] lastkey;
    parameter [9:0] carleft1startx=412; 
    parameter [9:0] carleft1starty=408; 
	 parameter [9:0] carleft2startx=64; 
    parameter [9:0] carleft2starty=408; 
	 parameter [9:0] carleft3startx=244; 
    parameter [9:0] carleft3starty=408; 
	 parameter [9:0] carleft4startx=100; 
    parameter [9:0] carleft4starty=264; 
	 parameter [9:0] carleft5startx=440; 
    parameter [9:0] carleft5starty=264; 
	 parameter [9:0] carleft6startx=192; 
    parameter [9:0] carleft6starty=264; 
    parameter [9:0] Ball_X_Min=0;        
    parameter [9:0] Ball_X_Max=639;      
    parameter [9:0] Ball_Y_Min=0;        
    parameter [9:0] Ball_Y_Max=479;      
    parameter [9:0] carleftxstep=1;       
    always_ff @ (posedge Reset or posedge frame_clk )
    begin: Move_Ball
        if (Reset)   
        begin 
				carleft1x <= carleft1startx;
				carleft1y <= carleft1starty;
				carleft1dir <= 8'd0;
				carleft2x <= carleft2startx;
				carleft2y <= carleft2starty;
				carleft2dir <= 8'd0;
				carleft3x <= carleft3startx;
				carleft3y <= carleft3starty;
				carleft3dir <= 8'd0;
				carleft4x <= carleft4startx;
				carleft4y <= carleft4starty;
				carleft4dir <= 8'd0;
				carleft5x <= carleft5startx;
				carleft5y <= carleft5starty;
				carleft5dir <= 8'd0;
				carleft6x <= carleft6startx;
				carleft6y <= carleft6starty;
				carleft6dir <= 8'd0;
        end
        else 
        begin 
				 if (carleft1x < - 23)                       
				 begin
					carleft1x <= 646;               
				 end 
				 else
				 begin
					carleft1x <= (carleft1x + ~(carleftxstep)+1);   
					end
				 if (carleft2x < - 23)                       
				 begin
					carleft2x <= 646;               
				 end 
				 else
				 begin
					carleft2x <= (carleft2x + ~(carleftxstep)+1);   
					end
				 if (carleft3x < - 23)                       
				 begin
					carleft3x <= 646;               
				 end 
				 else
				 begin
					carleft3x <= (carleft3x + ~(carleftxstep)+1);   
					end
				 if (carleft4x < - 23)                       
				 begin
					carleft4x <= 646;               
				 end 
				 else
				 begin
					carleft4x <= (carleft4x + ~(carleftxstep));   
					end
				 if (carleft5x < - 23)                       
				 begin
					carleft5x <= 646;               
				 end 
				 else
				 begin
					carleft5x <= (carleft5x + ~(carleftxstep));   
					end
				 if (carleft6x < - 23)                       
				 begin
					carleft6x <= 646;               
				 end 
				 else
				 begin
					carleft6x <= (carleft6x + ~(carleftxstep));   
					end
		end  
    end
endmodule
==> run.sh <==
#!/bin/bash
# OpenROAD 26Q1-2900-gdf79404cd8, Yosys 0.63+post, stock flow scripts
make -C /OpenROAD-flow-scripts/flow DESIGN_CONFIG=/design/flow/config.mk WORK_HOME=/design/flow/orfs finish
==> config.mk <==
export PLATFORM = sky130hd
export DESIGN_NAME = carleft
export DESIGN_NICKNAME = carleft
export VERILOG_FILES = /design/flow/design.v
export SDC_FILE = /design/flow/constraint.sdc
export NUM_CORES = 4
export LEC_CHECK = 1
export CORE_UTILIZATION = 30
==> constraint.sdc <==
current_design carleft

set clk_period 10.7
set clk_io_pct 0.2

create_clock -name clk0 -period $clk_period [get_ports {frame_clk}]

set non_clock_inputs [all_inputs -no_clocks]
set_input_delay [expr $clk_period * $clk_io_pct] -clock clk0 $non_clock_inputs
set_output_delay [expr $clk_period * $clk_io_pct] -clock clk0 [all_outputs]
==> qor.log <==
[outcome] result of the run completed
[final_timing] post-route clock period utilization 0.373
[synth] Most common reg cell sky130_fd_sc_hd__dfrtp_1
[synth] count of instantiated cells in the yosys netlist 1178
[final_timing] time the final worst path needs with I/O delays and setup 3990 ps
[final_timing] FMAX 251 MHz
[synth] count of flip-flops with a built-in enable after synthesis 0
[drt] number of vias in the routed layout 8359
[critical_path] largest fanout of any net on the critical path 85
[drt] Diodes inserted 0
[clocking] number of buffers inserted to repair setup after CTS 0
[drt] ratio of routed vias to standard cells 4.54
[synth] Syn Area/Cell 9.29 µm²
[cells_and_area] number of cells in the finished layout apart from fillers 1842
[critical_path] Reg2Reg Depth 7
[clocking] quantity of hold-fixing buffers added after cts 0
[cells_and_area] area added between synthesis and finish 21.1%
[final_timing] final hold slack 482 ps
[clocking] count of instances resized after the clock tree is built 0
[synth] cell count after synthesis 1178
[critical_path] Setup crit end kind async pin
[floorplan] height of the die 193 µm
[clocking] number of buffers added by the clock tree synthesis step 17
[cells_and_area] post-route core utilization 0.371
[grt] GR Util All Layers 0.135
[run] number of warnings in the stage logs 25
[critical_path] Critical-path top delay cell sky130_fd_sc_hd__buf_4
[run] number of max-capacitance violations reported 0
[synth] Synth flops 189
[power_and_ir_drop] overall power after layout 1.39 mW
[synth] Seq share, synth 0.435
[drt] mean routed wirelength per cell 13.7 µm
[critical_path] Critical R2R Capture carleft4x[27]
[clocking] clk latency late pin 440 ps
[critical_path] CP cell instances clkdlybuf4s50_1 > inv_8 > buf_4 > buf_4
[clocking] number of sinks on the clock net 189
[placed_design] final RePlAce weighted congestion 0.862
[floorplan] overall die area 0.0372 mm²
[critical_path] cell seen most often among critical-path stages sky130_fd_sc_hd__buf_4
[power_and_ir_drop] Sw Share 0.241
[grt] number of global-route vias before repair 7365
[drt] number of detailed-route iterations in the first pass 24
[floorplan] number of ports placed on the die boundary 392
[floorplan] core box area 0.0357 mm²
[cells_and_area] ratio of cells with drive above 1 in the final layout 0.0579
[final_timing] PnR worst setup slack 6710 ps
[final_timing] total negative slack 0 ps
[synth] chip area from the yosys synthesis statistics 0.0109 mm²
[drt] Iter 0 DRT Violations 387
[critical_path] startpoint of the worst register-to-register path carleft4x[1]
[critical_path] CP Class in -> async
[critical_path] worst path required time 11200 ps
[drt] wire length reported by the detailed router 25300 µm
[critical_path] reg2reg setup slack 7990 ps
[clocking] clock transition time at the flip-flop clock pins of the worst setup and hold paths 70 ps
[grt] antenna violations before repair 0
[hold_path] Hold WC Path Type reg -> reg
[power_and_ir_drop] Gate power share 0.012
[placed_design] cell area after placement 0.0126 mm²
[synth] netlist area before placement 0.0109 mm²
[cells_and_area] Post-Layout Inst Area 0.0133 mm²
[power_and_ir_drop] Max IR drop VDD 0.0985 mV
[placed_design] total placed cells including tap cells 1810
[final_timing] final hold vios 0
[critical_path] Data arrival, critical path 4490 ps
[critical_path] critical path endpoint carleft5x[27]
[critical_path] maximum cell stage delay along the critical path 670 ps
[clocking] CTS Root Cell sky130_fd_sc_hd__clkbuf_16
[grt] maximum number of pins on one net before global-route repair 86
[clocking] CTS tree done
[final_timing] Final Slew Violations 0
[critical_path] critical path startpoint category primary input
[power_and_ir_drop] proportion of power drawn by flip-flops and latches 0.514
[floorplan] fp_density 0.306
[power_and_ir_drop] Power Internal 1.05 mW
[clocking] H-tree level count 4
[floorplan] FP Rows 69
[floorplan] x dimension of the die 193 µm
[placed_design] number of buffers inserted by port buffering 190
[placed_design] Post-Place Worst Slack 6070 ps
[power_and_ir_drop] switching power of the nets 0.334 mW
[final_timing] worst clock skew 11.8 ps
[synth] Cell Type Count 46
[critical_path] number of cells on the critical path 4
[critical_path] Critical path buffers and inverters 4
[power_and_ir_drop] clock share of power 0.474
[drt] count of antenna-violating nets left after detailed routing 0
[power_and_ir_drop] Power Density 105 mW/mm²
[hold_path] count of cells along the worst hold path 1
[critical_path] crit path launch Reset
[drt] post-detailed-route DRC marker count 0
[clocking] maximum buffer depth of the clock tree 2
[grt] total overflow reported by the global router 0
[final_timing] setup repair after global routing missed its margin no
[final_timing] Slew Limit Headroom 0.336
[critical_path] crit-path leading delay family buffers and inverters
[grt] global-route wire length before repair 39700 µm
[placed_design] Final HPWL DP 17900 µm
[power_and_ir_drop] leakage dissipation 5.98 nW
[final_timing] slew at the pin with the worst max-slew slack 986 ps
[synth] fraction of registers with async set or reset after synthesis 1.00
[synth] warning count from the yosys run 7
[final_timing] number of setup violations in the final report 0
routing by layer:
layer  part of all wire  global-route usage
met1               0.46               0.210
met2               0.47               0.207
met3              0.057              0.0222
met4              0.010              0.0156
met5                  0                   0
cell usage in the layout, fill, tap and decap left out, types with 8 or more instances in the layout:
cell	instances
sky130_fd_sc_hd__o31ai_1	8
sky130_fd_sc_hd__nand4_1	52
sky130_fd_sc_hd__nand4b_1	12
sky130_fd_sc_hd__nand2_1	37
sky130_fd_sc_hd__nor2_1	199
sky130_fd_sc_hd__clkbuf_16	17
sky130_fd_sc_hd__dfrtp_1	168
sky130_fd_sc_hd__xor2_1	72
sky130_fd_sc_hd__nor2b_1	11
sky130_fd_sc_hd__buf_4	11
sky130_fd_sc_hd__dfstp_2	21
sky130_fd_sc_hd__or3_1	28
sky130_fd_sc_hd__nor4_1	34
sky130_fd_sc_hd__nand3_1	33
sky130_fd_sc_hd__conb_1	201
sky130_fd_sc_hd__nand2b_1	24
sky130_fd_sc_hd__nor3_1	51
sky130_fd_sc_hd__inv_1	17
sky130_fd_sc_hd__xnor2_1	74
sky130_fd_sc_hd__or4_1	19
sky130_fd_sc_hd__clkdlybuf4s50_1	190
sky130_fd_sc_hd__a21oi_1	18
sky130_fd_sc_hd__o21ai_0	12
sky130_fd_sc_hd__nand3b_1	8
worst register-to-register path, cell delays in order, from the launching register on:
cell	delay (ps)
sky130_fd_sc_hd__dfrtp_1	440
sky130_fd_sc_hd__inv_1	80
sky130_fd_sc_hd__ha_1	190
sky130_fd_sc_hd__or4b_1	600
sky130_fd_sc_hd__nor3_2	520
sky130_fd_sc_hd__nand3_1	240
sky130_fd_sc_hd__or4_1	430
sky130_fd_sc_hd__a21oi_1	150
flip-flops by register name (all words and copies together) (netlist names):
| signal | flops |
|---|---|
| carleft2x | 32 |
| carleft5x | 31 |
| carleft4x | 31 |
| carleft3x | 32 |
| carleft6x | 31 |
| carleft1x | 32 |
synth_stat cells (all sizes together), types with 2 or more instances:
cell type	instances	area, µm²
clkbuf	19	71.3
o21a	3	22.5
and4	2	17.5
buf	210	1550
nand3	33	165
nand2	38	150
or3	28	175
or4	20	154
o41ai	3	26.3
ha	6	75.1
xnor2	74	648
dfrtp	168	4200
o211ai	3	22.5
xor2	72	631
nand2b	24	150
nand4	52	325
dfstp	21	552
or3b	2	17.5
or2	4	25.0
nor4	39	302
nor3b	3	22.5
and2	7	43.8
a211oi	2	15.0
o31ai	8	60.1
a21oi	18	90.1
conb	2	7.51
nor3	52	265
nor2	199	747
nor2b	11	68.8
o21ai	12	60.1
nand3b	8	60.1
nand4b	12	105
inv	18	67.6
power by group through the flow:
| stage | registers [mW] | clock network, mW | logic (mW) |
|---|---|---|---|
| after CTS | 0.714 | 0.684 | 0.0187 |
| final | 0.714 | 0.658 | 0.0165 |
| after global routing | 0.714 | 0.709 | 0.0229 |
cells by family after synthesis:
family | count (synthesis) | share of synthesized area
other | 2 | 0.000687
and+or+nand+nor | 538 | 0.259
buffers and inverters | 247 | 0.154
DFF | 189 | 0.435
adders and majority gates | 6 | 0.00686
xor gates and xnor gates | 146 | 0.117
AOI/OAI and AO/OA | 50 | 0.0278
worst min path at each step:
stage / from / to / slack, ps
4_1_cts: carleft1x[0] / carleft1x[0] / 490
5_1_grt: carleft1x[0] / carleft1x[0] / 520
6_report: carleft1x[0] / carleft1x[0] / 480
layout make-up:
cell class,count,area (µm²)
Inverter,18,75.1
Clock buffer,17,425
Multi-Input combinational cell,941,5240
Timing Repair Buffer,201,1980
Fill cell,3515,22500
Tap cell,461,577
Sequential cell,189,4760
Clock inverter,15,189
Power figures rest on the tool's default switching activity, not on a simulated workload.
