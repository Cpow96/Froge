<file path="flow/config.mk">
export PLATFORM = sky130hd
export DESIGN_NAME = blog
export DESIGN_NICKNAME = blog
export VERILOG_FILES = /design/flow/design.v
export SDC_FILE = /design/flow/constraint.sdc
export NUM_CORES = 4
export LEC_CHECK = 1
export CORE_AREA = 10 10 391 391
export DIE_AREA = 0 0 401 401
</file>
<file path="flow/constraint.sdc">
current_design blog

set clk_period 6.2
set clk_io_pct 0.2

create_clock -name clk0 -period $clk_period [get_ports {frame_clk}]

set non_clock_inputs [all_inputs -no_clocks]
set_input_delay [expr $clk_period * $clk_io_pct] -clock clk0 $non_clock_inputs
set_output_delay [expr $clk_period * $clk_io_pct] -clock clk0 [all_outputs]
</file>
<file path="flow/design.v">
module  blog ( input Reset, frame_clk,
               output int  blog1x, blog1y,
									blog2x, blog2y,
									blog3x, blog3y,
									blog4x, blog4y,
									blog5x, blog5y,
									blog6x, blog6y,
									blog7x, blog7y,
									blog8x, blog8y,
									blog9x, blog9y,
					output blog1dir,
							 blog2dir,
							 blog3dir,
							 blog4dir,
							 blog5dir,
							 blog6dir,
							 blog7dir,
							 blog8dir,
							 blog9dir);
    int Ball_X_Pos, Ball_X_Motion, Ball_Y_Pos, Ball_Y_Motion;
	logic[7:0] lastkey;
    parameter [9:0] blog1startx=0; 
    parameter [9:0] blog1starty=72; 
	 parameter [9:0] blog2startx=96; 
    parameter [9:0] blog2starty=72; 
	 parameter [9:0] blog3startx=288; 
    parameter [9:0] blog3starty=72; 
	 parameter [9:0] blog4startx=96; 
    parameter [9:0] blog4starty=120; 
	 parameter [9:0] blog5startx=384; 
    parameter [9:0] blog5starty=120; 
	 parameter [9:0] blog6startx=480; 
    parameter [9:0] blog6starty=120; 
	 parameter [9:0] blog7startx=48; 
    parameter [9:0] blog7starty=144; 
	 parameter [9:0] blog8startx=144; 
    parameter [9:0] blog8starty=144; 
	 parameter [9:0] blog9startx=432; 
    parameter [9:0] blog9starty=144; 
    parameter [9:0] Ball_X_Min=0;        
    parameter [9:0] Ball_X_Max=639;      
    parameter [9:0] Ball_Y_Min=0;        
    parameter [9:0] Ball_Y_Max=479;      
    parameter [9:0] blogxstep=1;       
    always_ff @ (posedge Reset or posedge frame_clk )
    begin: Move_Ball
        if (Reset)   
        begin 
				blog1x <= blog1startx;
				blog1y <= blog1starty;
				blog2x <= blog2startx;
				blog2y <= blog2starty;
				blog3x <= blog3startx;
				blog3y <= blog3starty;
				blog4x <= blog4startx;
				blog4y <= blog4starty;
				blog5x <= blog5startx;
				blog5y <= blog5starty;
				blog6x <= blog6startx;
				blog6y <= blog6starty;
				blog7x <= blog7startx;
				blog7y <= blog7starty;
				blog8x <= blog8startx;
				blog8y <= blog8starty;
				blog9x <= blog9startx;
				blog9y <= blog9starty;
				blog1dir <= 8'd0;
				blog2dir <= 8'd0;
				blog3dir <= 8'd0;
				blog4dir <= 8'd0;
				blog5dir <= 8'd0;
				blog6dir <= 8'd0;
				blog7dir <= 8'd0;
				blog8dir <= 8'd0;
				blog9dir <= 8'd0;
        end
        else 
        begin 
				 if (blog1x -23 > 640)                       
				 begin
					blog1x <= -16;               
				 end 
				 else
				 begin
					blog1x <= (blog1x + (blogxstep));   
					end
				if (blog2x -23 > 640)                       
				 begin
					blog2x <= -16;               
				 end 
				 else
				 begin
					blog2x <= (blog2x + (blogxstep));   
					end
				if (blog3x -23 > 640)                       
				 begin
					blog3x <= -16;               
				 end 
				 else
				 begin
					blog3x <= (blog3x + (blogxstep));   
					end
				if (blog4x -23 > 640)                       
				 begin
					blog4x <= -16;               
				 end 
				 else
				 begin
					blog4x <= (blog4x + (blogxstep));   
					end
				if (blog5x -23 > 640)                       
				 begin
					blog5x <= -16;               
				 end 
				 else
				 begin
					blog5x <= (blog5x + (blogxstep));   
					end
				if (blog6x -23 > 640)                       
				 begin
					blog6x <= -16;               
				 end 
				 else
				 begin
					blog6x <= (blog6x + (blogxstep));   
					end
				if (blog7x -23 > 640)                       
				 begin
					blog7x <= -16;               
				 end 
				 else
				 begin
					blog7x <= (blog7x + (blogxstep));   
					end
				if (blog8x -23 > 640)                       
				 begin
					blog8x <= -16;               
				 end 
				 else
				 begin
					blog8x <= (blog8x + (blogxstep));   
					end
				if (blog9x -23 > 640)                       
				 begin
					blog9x <= -16;               
				 end 
				 else
				 begin
					blog9x <= (blog9x + (blogxstep));   
					end
		end  
    end
endmodule
</file>
<file path="flow/run.sh">
#!/bin/bash
# OpenROAD 26Q1-2900-gdf79404cd8, Yosys 0.63+post, stock flow scripts
make -C /OpenROAD-flow-scripts/flow DESIGN_CONFIG=/design/flow/config.mk WORK_HOME=/design/flow/orfs finish
</file>
==> run notes <==
Notes on the flow outputs.

- The initial antenna violation count is 0.
- In the synthesized netlist the async set-or-reset flop fraction comes to 100%.
- Recorded from the global router log, the overflow total was 0.
- The count of instances resized after the clock tree is built is 0.
- The clock tree buffer depth is 3.
- The number of top-level pins is between 500 and 600.
- The total routed wirelength reads 69400 microns.
- The signal arrival time at the worst endpoint reads 4.29 ns.
- The commonest register cell is sky130_fd_sc_hd__dfrtp_1.
- The worst-case vdd ir drop reads approximately 160 uV.
- The root buffer selected by CTS is sky130_fd_sc_hd__clkbuf_16.
- In the log, the iteration count for the first detailed-route pass is 5.
- The H-tree generated during clock tree synthesis spans 2 levels.
- The number of port buffers is 289.
- According to the floorplan report, the die height is roughly 400 microns.
- The number of diodes reads 0.
- The max-slew violation total from the final report is 0.
- The tally of nets with antenna violations remaining after routing reads 0.
- The capturing element type of the critical path is a register.
- The first-pass GRT wire length reads 105000 microns.
- For the completed layout, the total cell area is recorded as 25400 sq um.
- The post-synth design cell area is 20100 sq um.
- The run finished with clean final reports.
- The aggregate global-route resource usage reads 8.31%.
- The vias per cell reads approximately 3.7.
- The area of the die is roughly 160000 sq um.
- In this run, synthesis inferred 0 flip-flops with an integrated enable.
- After the flow finishes, the layout carries non-filler instances totaling 4542.
- The overall die width reads ~400 microns.
- The cell at the slowest stage of the critical path is sky130_fd_sc_hd__o41ai_4.
- The synthesized netlist handed to floorplanning was reported with a cell count of 2383.
- The number of buffers inserted by hold repair at cts reads 0.
- Clock skew on the completed layout was measured at 0.0245 ns.
- The count of state elements after synthesis reads roughly 290.
- The routed length per placed instance reads roughly 15 microns.
- The slew at the pin closest to its max-slew limit reads 0.906 ns.
- The tally of OpenROAD warnings reads 34.
- The startpoint type of the worst setup path reads a register.
- The number of synthesis warnings is 10.
- The insertion delay to the later sink of the worst-skew pair reads between 0.5 and 0.6 ns.
- Clock tree synthesis inserted a total of around 40 buffers.
- Setup repair after global routing left no endpoint under its margin.
- The final layout reports a setup TNS of 0 ns.
- Post-synthesis, Yosys gives the total cell area as 20100 sq um.
- The largest stage delay on the critical path is between 0.6 and 0.7 ns.
- The headroom to the max-slew limit is ~39%.
- In the layout the commonest cells are 329 x sky130_fd_sc_hd__nand2_1, 297 x sky130_fd_sc_hd__conb_1, 289 x sky130_fd_sc_hd__clkdlybuf4s50_1, 268 x sky130_fd_sc_hd__dfrtp_1, 170 x sky130_fd_sc_hd__nand3_1.
- According to the timing report, the data required time at the worst endpoint equals approximately 6.7 ns.
- The static leakage is 11.4 nW.
- The clock sink count is 288.
- By instance count after routing, the leading logic cell type is sky130_fd_sc_hd__nand2_1.
- The setup check on the worst reg-to-reg path leaves a slack of 2.42 ns.
- The floorplan row count is 139.
- The overall via count from detail_route is 16900.
- The detailed router's first-iteration violation count is 868.
- The final worst-path cycle share reads ~61%.
- By instance count, the cell type seen most on the critical path is sky130_fd_sc_hd__or4_1.
- The power density relative to cell area is 171 nW/um^2.
- Among cell families on the critical path, the largest total delay comes from simple AND/OR/NAND/NOR gates.
- In the CTS report, the clock slew at the register clock pins of the worst setup and hold paths is listed as 0.06 ns.
- The upper clock frequency limit reads approximately 260 MHz.
- The type of the tightest min-delay check is reg -> reg.
- In this run the post-CTS setup repair buffer count came out at 0.
- Counting tap cells, the placed design contains a total of between 4000 and 5000 instances.
- The start-to-end type of the worst setup path is reg -> reg.
- The number of distinct library cells after synthesis reads ~80.
- The post-synthesis average cell area is 8.43 sq um.
- TritonCTS built the clock tree.
- The sequential fraction of the synthesis area is between 30% and 40%.
- The number of buffer and inverter stages on the critical path reads 1.
- The flow measured a signed area growth from synthesis to layout of 26.3%.
- Entering global routing, the biggest net connects 86 pins.
- The maximum net fanout on the critical path reads 22.
- The total of max-cap violations reads 0.
- The weighted congestion at the end of routability-driven global placement is 0.871.
- At the floorplan stage, the core utilization is reported as 13.9%.
- The final critical-path required period reads about 3.8 ns.
- In the Yosys report the total cell count is 2383.
- Walking the worst path, the cells encountered are or4_1 > a2111oi_0 > xnor2_1 > nand4_1 > or4_1 > o41ai_4 > buf_4 > nor2b_1.
- The core region is approximately 140000 sq um.
- The share of post-route cells with drive strength above 1 is 5.34%.
- The final-report hold violation count is 0.
- The number of DRC violations after detailed routing is 0.
- The total of endpoints with negative setup slack in the final report is 0.
- The via count of the first global-routing pass came to around 16000.
- The instance area at placement is 24000 sq um.
- Note, the detailed placer reported a final HPWL of 53500 microns.
## area by class of cell
cell class              instances  area, sq um
clock buffers                  58         1180
clock inverters                11          186
fillers                     16000       119000
inverters                      44          169
multi-input cells            1929        11100
flip-flops and latches        288         7230
well taps                    1903         2380
repair buffers                309         3080
## registers in the layout (all words and copies together) (netlist names)
register,count
blog1x,32
blog2x,32
blog3x,32
blog4x,32
blog5x,32
blog6x,32
blog7x,32
blog8x,32
blog9x,32
## Yosys cell counts (all sizes together), types with 9 or more instances
library cell	n	area [sq um]
or3	24	150
nand4b	10	87.6
o211ai	13	97.6
a21o	15	113
buf	313	2320
a2111oi	9	85.1
nor2b	11	68.8
xnor2	134	1170
xor2	154	1350
a31oi	19	119
ha	18	225
nand3	170	851
and3	57	357
clkbuf	104	392
nor4	36	240
nand4	80	500
dfstp	20	526
o31ai	11	87.6
a211oi	14	110
dfrtp	268	6710
and2	27	169
a21oi	37	189
o21ai	45	229
nand2	329	1230
and4	17	149
nor2	142	533
or2	14	87.6
nand2b	16	100
or4	34	263
inv	44	165
nor3	82	410
## per-layer routing
| layer | vias up | routed length (microns) | track usage [%] |
|---|---|---|---|
| met5 | - | 0 | 0 |
| met4 | 0 | 1590 | 1.64 |
| met3 | 79 | 7120 | 3.70 |
| met2 | 573 | 29400 | 12.1 |
| met1 | 8108 | 31200 | 11.4 |
| li1 | 8158 | - | - |
## report_power, final
part           switching, mW  total, mW  internal, mW  leakage [nW]
Sequential                 0       1.88          1.88          3.91
Combinational         0.0525     0.0575       0.00498          6.77
Clock                  0.924       2.41          1.48         0.668
## path summary, 6_finish.rpt
kind	end	cells after the start	start
max	blog5x[0]$_DFF_PP0_	8	blog5x[10]$_DFF_PP0_
min	blog6x[0]$_DFF_PP0_	1	blog6x[0]$_DFF_PP0_
max reg2reg	blog5x[0]$_DFF_PP0_	8	blog5x[10]$_DFF_PP0_
min reg2reg	blog6x[0]$_DFF_PP0_	1	blog6x[0]$_DFF_PP0_
max in group asynchronous	blog7x[0]$_DFF_PP0_	4	Reset
min in group asynchronous	blog3x[3]$_DFF_PP0_	3	Reset
## metrics by stage
| stage | hold WS (ns) | setup WS, ns | utilization (%) | total power, mW |
|---|---|---|---|---|
| after floorplan | 0.470 | 1.16 | - | 2.08 |
| after global placement | 0.518 | 2.32 | 16.7 | 1.98 |
| after detailed placement | 0.538 | 2.46 | 16.7 | 1.98 |
| after CTS | 0.549 | 2.43 | 17.6 | 4.46 |
| after global routing | 0.573 | 2.22 | 17.6 | 4.54 |
| final | 0.548 | 2.42 | 17.6 | 4.35 |
## worst reg2reg max path: cells and delay by family (launching register included)
| family | cells | cell delay (ns) |
|---|---|---|
| buffers and inverters | 1 | 0.37 |
| AND/OR/NAND/NOR | 4 | 1.44 |
| XOR/XNOR | 1 | 0.18 |
| flip-flops | 1 | 0.49 |
| AND-OR/OR-AND | 2 | 1.23 |
## cell families after synthesis
logic type | count (synthesis) | synth area share [%]
AND/OR/NAND/NOR | 1079 | 27.2
buffers and inverters | 461 | 14.3
XOR/XNOR | 288 | 12.6
flip-flops | 288 | 36.0
AND-OR/OR-AND | 241 | 8.45
adder cells (fa/ha/maj) | 18 | 1.12
multiplexers | 6 | 0.318
other | 2 | 0.0374
No activity file was given, so power comes from the tool's default toggle rates.
